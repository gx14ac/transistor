===== design.v =====
module prescaler(input clk_in, output clk_out);
wire clk_in;
wire clk_out;
parameter N = 22;
reg [N-1:0] count = 0;
assign clk_out = count[N-1];
always @(posedge(clk_in)) begin
  count <= count + 1;
end
endmodule
module mux2(input wire clk, output reg [3:0] data);
parameter NP = 22;
parameter VAL0 = 4'b1010;
parameter VAL1 = 4'b0101;
wire [3:0] val0;
wire [3:0] val1;
wire sel;
assign val0 = VAL0;
assign val1 = VAL1;
always @(sel or val0 or val1)
  if (sel == 0)
    data <= val0;
  else
    data <= val1;
prescaler #(.N(NP))
  PRES (
    .clk_in(clk),
    .clk_out(sel)
  );
endmodule

===== run.sh =====
#!/bin/bash
# OpenROAD 26Q1-2900-gdf79404cd8, Yosys 0.63+post, stock flow scripts
make -C /OpenROAD-flow-scripts/flow DESIGN_CONFIG=/design/flow/config.mk WORK_HOME=/design/flow/orfs finish

===== config.mk =====
export PLATFORM = sky130hd
export DESIGN_NAME = mux2
export DESIGN_NICKNAME = mux2
export VERILOG_FILES = /design/flow/design.v
export SDC_FILE = /design/flow/constraint.sdc
export NUM_CORES = 4
export LEC_CHECK = 1
export CORE_AREA = 10 10 77 77
export DIE_AREA = 0 0 87 87

===== constraint.sdc =====
current_design mux2

set clk_period 5.0
set clk_io_pct 0.2

create_clock -name clk0 -period $clk_period [get_ports {clk}]

set non_clock_inputs [all_inputs -no_clocks]
set_input_delay [expr $clk_period * $clk_io_pct] -clock clk0 $non_clock_inputs
set_output_delay [expr $clk_period * $clk_io_pct] -clock clk0 [all_outputs]

==> impl_metrics.yaml <==
# implementation run metrics
run_status:
  status: "complete, no violations"
route:
  drt-pass1-iter-count: 2
  final_antenna_net_count: 0
  wl_um: 1200
  vias: 535
  via_per_inst: 3.88
  drc_errors: 0
  first_iter_violations: 45
  n_antenna_cell: 0
  routedWlPerCell_um: 8.66
clocking:
  cts_resized: 0
  cts_hold_buf: 0
  cts_setup_buffers: 0
  clkLatencyLatePin_ns: 0.26
  cts_buffer_depth: 2
  clock-sinks: 22
  root_buffer: "clkbuf_8"
  cts_buffers: 3
  clk_pin_slew_ns: 0.08
  cts_tree: "yes"
  h-tree-depth: 1
final_timing:
  final.setup.tns_ns: 0
  hold_violations: 0
  fin_crit_sh_pct: 42.8
  setup_viol: 0
  rsz0062_at_grt: "no"
  finalWorstSetupSlack_ns: 2.86
  min_period_ns: 2.14
  clock_skew_ns: 0.00900
  clock.fmax_mhz: 467
  report.final.slew_viol_count: 0
  worst_slew_margin_rel_pct: 81.7
  worstMarginPinSlew_ns: 0.274
pwr:
  power_leakage_nw: 0.368
  p_per_area_nw_per_um2: 323
  ir_drop_uv: 270
job:
  tool_warnings: 25
  maxCapViolCount: 0
synthesis:
  synth_flops: 22
  edf_count: 0
  synth_top_cell_by_area: "dfxtp_1"
  area_leaders: "dfxtp_1, xnor2_1, xor2_1, nor4_4, nand2_1"
  yosysUniqueCellTypes: 18
  yosys_warnings: 2
  yosys_area_sq_um: 891
  yosysTopAreaCellShare_pct: 49.4
  syn_avg_cell_area_sq_um: 11.0
  seq_area_frac_synth_pct: 49.4
  async_flop_share_pct: 0
  ys_cells: 81
  synth-main-ff-cell: "dfxtp_1"
  syn_inst: 81
  syn-cell-area_sq_um: 891
floorplan:
  core-area_sq_um: 4350
  die_h_um: 87
  die_area_sq_um: 7570
  ios: 5
  rows: 24
  dieWidth_um: 87
  fp_util_pct: 20.5
place:
  place_hpwl_um: 876
  io_buffers: 4
  dp_worst_setup_slack_ns: 3.14
  globalplace.congestion: 0.714
worst_setup_path:
  critPathBufInv: 2
  r2r_cells: 4
  cpMaxStageDelayCell: "clkdlybuf4s50_1"
  path_max_fanout: 4
  worstSetupPathType: "reg2out"
  cp_num_cells: 2
  cp_top_family: "buffers and inverters"
  cp-start-kind: "flip-flop"
  arrival_ns: 1.14
  required_ns: 4.00
  worstPathCellList: "inv_1 -> clkdlybuf4s50_1"
  max_stage_delay_ns: 0.46
  end_kind: "output pin"
min_path:
  hold_path_class: "reg2reg"
  hold_depth: 1
final_layout:
  top_regs: "PRES.count (22)"
  nFillCells: 448
  largest_reg_flops: 22
  drive_above_1_share_pct: 12.8
  area_growth_pct: 17.3
  top_register: "PRES.count"
global_route:
  grt.overflow.total: 0
  grt_pass1_wl_um: 2170
  grt_max_degree: 14
  grt_pass1_vias: 519
  grtUsageTotal_pct: 3.43
  grt_antenna_before_repair: 0
==> area by class of cell <==
type                    instances  area, sq um  area share [%]
flip-flops and latches         22          440            42.2
multi-input cells              52          413            39.5
well taps                      52         65.1            6.23
clock buffers                   3         41.3            3.95
repair buffers                  4         40.0            3.83
clock inverters                 1         30.0            2.87
inverters                       4         15.0            1.44
==> routing by layer <==
layer  vias to the layer above  GRT usage [%]  part of all wire, %
met5                         -              0                    0
met4                         0          0.295                 0.75
met3                         2           1.79                  8.9
met2                         8           4.86                   38
met1                       246           4.71                   52
li1                        279              -                    -
==> power by group <==
part	switching [mW]	internal, mW	leakage [nW]	total [mW]
combinational	0	0	0.156	0.000000156
clock	0.0557	0.107	0.0357	0.163
sequential	0	0.175	0.177	0.175
total	0.0557	0.282	0.368	0.338
==> cells by family after synthesis <==
logic type	share of synthesized area, %
buffers and inverters	4.21
adders and majority gates	1.40
and+or+nand+nor	25.3
DFF	49.4
xor gates and xnor gates	19.7
==> synthesized netlist by cell type, types with 2 or more instances <==
| library cell | n |
|---|---|
| dfxtp_1 | 22 |
| nor4_4 | 2 |
| inv_1 | 4 |
| nor2_4 | 2 |
| xnor2_1 | 14 |
| xor2_1 | 6 |
| nor3_1 | 2 |
| nand4_1 | 4 |
| nor2_1 | 3 |
| nand3_1 | 5 |
| nand2_1 | 8 |
| buf_4 | 3 |
==> worst register-to-register path, cell delays in order, from the launching register on <==
cell,delay [ns]
dfxtp_1,0.43
nand4_4,0.19
nor4_4,0.33
nand4_1,0.15
xnor2_1,0.14
==> layout by cell type (no fill, tap or decap), drive strengths merged, types with 2 or more instances in the layout <==
cell type	instances
dfxtp	22
xnor2	14
nand2	8
xor2	6
nand3	6
nand4	6
nor2	5
inv	4
clkdlybuf4s50	4
clkbuf	3
nor4	2
nor3	2
==> stage by stage <==
| step | hold WS (ns) | total power, mW | area [sq um] | cells | utilization (%) |
|---|---|---|---|---|---|
| 2_1_floorplan | 0.370 | 0.179 | 891 | 81 | - |
| 3_3_place_gp | 0.379 | 0.179 | 973 | 134 | 22.4 |
| 3_5_place_dp | 0.385 | 0.179 | 973 | 134 | 22.4 |
| 4_1_cts | 0.402 | 0.341 | 1040 | 138 | 24.0 |
| 5_1_grt | 0.447 | 0.350 | 1040 | 138 | 24.0 |
| 6_report | 0.405 | 0.338 | 1040 | 138 | 24.0 |
==> worst paths after layout <==
| path | start | end | slack (ns) |
|---|---|---|---|
| setup reg to reg | PRES.count[7]$_DFF_P_ | PRES.count[21]$_DFF_P_ | 3.68 |
| hold reg to reg | PRES.count[0]$_DFF_P_ | PRES.count[0]$_DFF_P_ | 0.41 |
| setup / recovery | PRES.count[21]$_DFF_P_ | data[3] | 2.86 |
| hold / removal | PRES.count[0]$_DFF_P_ | PRES.count[0]$_DFF_P_ | 0.41 |
No activity file was given, so power comes from the tool's default toggle rates.
