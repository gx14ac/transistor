$ cat flow/config.mk
export PLATFORM = sky130hd
export DESIGN_NAME = blink4
export DESIGN_NICKNAME = blink4
export VERILOG_FILES = /design/flow/design.v
export SDC_FILE = /design/flow/constraint.sdc
export NUM_CORES = 4
export LEC_CHECK = 1
export CORE_AREA = 10 10 81 81
export DIE_AREA = 0 0 91 91
$ cat flow/constraint.sdc
current_design blink4

set clk_period 3.0
set clk_io_pct 0.2

create_clock -name clk0 -period $clk_period [get_ports {clk}]

set non_clock_inputs [all_inputs -no_clocks]
set_input_delay [expr $clk_period * $clk_io_pct] -clock clk0 $non_clock_inputs
set_output_delay [expr $clk_period * $clk_io_pct] -clock clk0 [all_outputs]
$ cat flow/design.v
module blink4(input wire clk,            
              output wire [3:0] data);   
parameter N = 22;
wire clk_base;
reg [3:0] dout = 0;
wire [3:0] din;
prescaler #(.N(N))
  PRES (
    .clk_in(clk),
    .clk_out(clk_base)
  );
always @(posedge(clk_base))
  dout <= din;
assign din = ~dout;
assign data = dout;
endmodule
module prescaler(input clk_in, output clk_out);
wire clk_in;
wire clk_out;
parameter N = 22;
reg [N-1:0] count = 0;
assign clk_out = count[N-1];
always @(posedge(clk_in)) begin
  count <= count + 1;
end
endmodule
$ cat flow/run.sh
#!/bin/bash
# OpenROAD 26Q1-2900-gdf79404cd8, Yosys 0.63+post, stock flow scripts
make -C /OpenROAD-flow-scripts/flow DESIGN_CONFIG=/design/flow/config.mk WORK_HOME=/design/flow/orfs finish
==> results.yml <==
# physical design summary
outcome:
  status: "complete, no violations"
floorplan:
  die_w_um: 91
  num_rows: 25
  dieHeight_um: 91
  die_area_um2: 8280
  fp_util_pct: 19.7
  pin_count: 5
  core_area_um2: 4820
logic_synthesis:
  ys_types: 18
  yosys_warnings: 2
  synth_flops: 26
  synthTopCellsByArea: "dfxtp_1 (55%), xnor2_1 (9.2%), xor2_1 (9.2%)"
  synth_area_um2: 947
  netlist_instances: 85
  yosysTopAreaCell: "dfxtp_1"
  yosysTopAreaCellShare_pct: 55.0
  postSynthSeqShare_pct: 55.0
  yosys_cells: 85
  ys_area_um2: 947
  avgSynthCellArea_um2: 11.1
hold_path:
  worstHoldStart: "PRES.count[0]"
  min_to: "PRES.count[0]"
  min_path_cells: 1
  hold_path_class: "flip-flop to flip-flop"
timing:
  max_freq_mhz: 687
  worst_pin_slew_ns: 0.316
  setup_viol: 0
  slew_headroom_pct: 78.7
  period_needed_ns: 1.46
  fin_crit_sh_pct: 48.5
  skew_ns: 0.00207
  unconstrained_endpoints: 8
  hold_viol_final: 0
  rsz0062_at_grt: "no"
  whs_ns: 0.435
  tns_ns: 0
  report.final.slew_viol_count: 0
  unclocked_pins: 4
worst_setup_path:
  critPathKind: "flip-flop to flip-flop"
  startpoint_type: "flip-flop"
  r2r-end: "PRES.count[14]"
  max_stage_delay_ns: 0.40
  crit_fanout: 4
  crit_buf_inv: 0
  cpMaxStageDelayCell: "dfxtp_1"
  worst_path_dominant_cell_family: "simple AND/OR/NAND/NOR gates"
  reg2reg_depth: 5
  cp_data_arrival_time_ns: 1.65
  worstPathRequired_ns: 3.19
  r2r_start: "PRES.count[0]"
  critPathLaunch: "PRES.count[0]"
  reg2reg_slack_ns: 1.54
  critPathCaptureType: "flip-flop"
  path_cells: "ha_1, nand3_1, or2_1, nor3_2, xor2_1"
grt:
  grt_usage_pct: 3.12
  grt_pass1_wl_um: 2260
  grt-ovfl-total: 0
  antenna_found_initial: 0
  first_global_vias: 498
  grt_start_max_net_pins: 13
place:
  dp.cells: 156
  hpwl_um: 984
  placed_cell_area_um2: 1070
  io_buffers: 4
  gp_routability_congestion: 0.775
clock_network:
  post_cts_buffers: 0
  h-tree-depth: 1
  cts_tree: "built"
  clk_pin_slew_ns: 0.08
  clock_path_buffers: 2
  cts_buffers: 3
  root_buffer: "clkbuf_8"
  ctsHoldBuffers: 0
  insertion_delay_ns: 0.26
  cts_resized: 0
layout:
  finalInstanceArea_um2: 1130
  finalNonFillerCells: 160
  drive_above_1_share_pct: 9.68
  final_util_pct: 23.4
  areaGrowthSynthToFinish_pct: 18.9
  fill_cells: 523
pwr:
  power_frac_clock_pct: 41.5
  pwr-share-comb_pct: 0
  pwr_density_cell_nw_per_um2: 442
  intPower_uw: 408
  pwr-share-seq_pct: 58.5
  p_sw_share_pct: 18.0
  vdd.ir_drop.worst_v: 0.000363
  total_leakage_power_uw: 0.000430
  switchingPower_uw: 89.8
flow_run:
  drv_cap: 0
  warning_count: 25
drt:
  num_vias: 571
  drt_iter0_markers: 27
  first_pass_iters: 2
  num_antenna_cells: 0
  drt-total-wl_um: 1270
  drtAntennaViolNets: 0
  drcViolationCount: 0
  avgRoutedWirePerCell_um: 7.96
  vias_per_cell: 3.57
==> logic make-up (layout without fill, tap and decap cells) <==
group | count (synthesis) | in the layout | share of synthesized area [%]
simple gates | 33 | 33 | 23.2
buf+inv | 5 | 13 | 1.98
flops | 26 | 26 | 55.0
xor+xnor | 20 | 20 | 18.5
fa+ha+maj | 1 | 1 | 1.32
==> metal layers <==
| metal | up-vias | global-route usage (%) | part of all wire [%] |
|---|---|---|---|
| li1 | 298 | - | - |
| met3 | 2 | 1.33 | 6.1 |
| met1 | 262 | 5.03 | 57 |
| met4 | 0 | 0.261 | 0.63 |
| met2 | 9 | 3.82 | 36 |
| met5 | - | 0 | 0 |
==> state kept, by name, indices dropped and copies added, names as in the netlist <==
| signal | count |
|---|---|
| PRES.count | 22 |
| dout | 4 |
==> through the flow <==
step           worst slack (ns)  total power, uW
2_1_floorplan              1.67              299
3_3_place_gp               1.58              299
3_5_place_dp               1.55              299
4_1_cts                    1.54              501
5_1_grt                    1.42              519
6_report                   1.54              498
==> layout make-up <==
cell class                      count  area [um^2]  area share (%)
Inverter                            5         18.8            1.67
Sequential cell                    26          520            46.2
Tap cell                           67         83.8            7.44
Multi-Input combinational cell     54          408            36.2
Timing Repair Buffer                4         40.0            3.56
Clock buffer                        4         55.1            4.89
==> power by group through the flow <==
stage | clock (uW) | combinational [uW] | sequential (uW)
after CTS | 210 | 0.000191 | 292
after global routing | 227 | 0.000191 | 292
final | 207 | 0.000191 | 292
==> cells in the mapped netlist <==
cell,n
and3_1,4
dfxtp_1,26
ha_1,1
inv_1,5
nand2_1,7
nand3_1,7
nand3_4,1
nand4_1,3
nand4_4,1
nor2_1,4
nor3_1,1
nor3_2,1
nor4_1,1
nor4_2,1
nor4_4,1
or2_1,1
xnor2_1,10
xor2_1,10
==> cells in the final DEF (no fill, tap or decap), drive strengths merged, types with 2 or more instances in the layout <==
cell,Yosys,routed
dfxtp,26,26
xnor2,10,10
clkdlybuf4s50,0,4
and3,4,4
nand2,7,7
nor4,3,3
nor2,4,4
nand3,8,8
xor2,10,10
inv,5,5
clkbuf,0,4
nor3,2,2
nand4,4,4
==> worst max path at each step <==
stage	slack [ns]	end	cells after the start
4_1_cts	1.54	PRES.count[14]	5
5_1_grt	1.42	PRES.count[20]	5
6_report	1.54	PRES.count[14]	5
No activity file was given, so power comes from the tool's default toggle rates.
