===== /design/flow/run.sh =====
#!/bin/bash
# OpenROAD 26Q1-2900-gdf79404cd8, Yosys 0.63+post, stock flow scripts
make -C /OpenROAD-flow-scripts/flow DESIGN_CONFIG=/design/flow/config.mk WORK_HOME=/design/flow/orfs finish

===== /design/flow/config.mk =====
export PLATFORM = sky130hd
export DESIGN_NAME = reginit
export DESIGN_NICKNAME = reginit
export VERILOG_FILES = /design/flow/design.v
export SDC_FILE = /design/flow/constraint.sdc
export NUM_CORES = 4
export LEC_CHECK = 1
export CORE_AREA = 10 10 84 84
export DIE_AREA = 0 0 94 94

===== /design/flow/constraint.sdc =====
current_design reginit

set clk_period 4.0
set clk_io_pct 0.2

create_clock -name clk0 -period $clk_period [get_ports {clk}]

set non_clock_inputs [all_inputs -no_clocks]
set_input_delay [expr $clk_period * $clk_io_pct] -clock clk0 $non_clock_inputs
set_output_delay [expr $clk_period * $clk_io_pct] -clock clk0 [all_outputs]

===== /design/flow/design.v =====
module prescaler(input clk_in, output clk_out);
wire clk_in;
wire clk_out;
parameter N = 22;
reg [N-1:0] count = 0;
assign clk_out = count[N-1];
always @(posedge(clk_in)) begin
  count <= count + 1;
end
endmodule
module reginit(input wire clk, output wire [3:0] data);
parameter NP = 23;
parameter INI = 4'b1100;
wire clk_pres;
reg [3:0] dout;
wire [3:0] din;
reg sel = 0;
always @(posedge(clk_pres))
  dout <= din;
assign data = dout;
assign din = (sel == 0) ? INI : ~dout;  
always @(posedge(clk_pres))
    sel <= 1;
prescaler #(.N(NP))
  PRES (
    .clk_in(clk),
    .clk_out(clk_pres)
  );
endmodule

==> impl_metrics.py <==
# Generated from Yosys and OpenROAD reports
metrics = {
    "floorplanning": {
        "fp_util_pct": 19.7,
        "dieArea_sq_mm": 0.00884,
        "die_w_um": 94,
        "std_cell_rows": 26,
        "die_h_um": 94,
        "io_pins": 5,
        "core-area_sq_mm": 0.00520,
    },
    "clock_tree": {
        "htreeDepth": 1,
        "cts_root_buf": "clkbuf_8",
        "post_cts_resized": 0,
        "cts_buffers": 3,
        "clkLatencyLatePin_ns": 0.26,
        "clk_pin_slew_ns": 0.08,
        "cts.path.max_buffers": 2,
        "cts_setup_buffers": 0,
        "postCtsHoldBufs": 0,
        "cts_tree": "done",
    },
    "grt": {
        "grt_overflow": 0,
        "grt_pass1_vias": 554,
        "grt_util_all_layers_pct": 3.24,
        "antenna_found_initial": 0,
        "grt_max_degree": 13,
        "grt_pass1_wl_mm": 2.40,
    },
    "yosys": {
        "synthDistinctLibCells": 21,
        "top_cell_area_share_pct": 54.6,
        "synth.area.top_cells": "dfxtp_1 55%, xnor2_1 14%, xor2_1 4.3%",
        "netlist_area_sq_mm": 0.00103,
        "synth-edff-count": 0,
        "synth_seq_share_pct": 54.6,
        "synth-async-reset-ratio_pct": 0,
        "synthCells": 94,
        "ys_area_sq_mm": 0.00103,
        "ys_warn_count": 2,
        "synth_top_cell_by_area": "dfxtp_1",
        "numSynthFlops": 28,
        "ys.flop_type": "dfxtp_1",
        "syn-mean-instance-area_sq_um": 10.9,
        "ys_cells": 94,
    },
    "cells_and_area": {
        "finalNonFillerCells": 172,
        "drive_gt1_share_pct": 9.80,
        "final_cell_mix": "28 x dfxtp_1, 16 x xnor2_1, 8 x nand2_1",
        "nFillCells": 565,
        "lay_top_count": "dfxtp_1",
        "area_growth_pct": 16.8,
        "seqCellArea_sq_um": 561,
        "logic_area_sq_um": 450,
    },
    "run_status": {
        "status": "complete, no violations",
    },
    "final_timing": {
        "min_period_ns": 1.43,
        "post-route-period-util_pct": 35.8,
        "slew_viol_final": 0,
        "unclocked_regs": 5,
        "untimed_endpoints": 8,
        "rsz0062_at_grt": "false",
        "setup_tns_ns": 0,
        "fmax_ghz": 0.699,
        "hold_viol": 0,
        "finalSetupViolCount": 0,
        "clock_skew_ns": 0.00390,
    },
    "hold_path": {
        "hp-class": "flop to flop",
        "hold_path_end": "PRES.count[0]$_DFF_P_",
        "hold_path_depth": 1,
        "hold_path.startpoint": "PRES.count[0]$_DFF_P_",
    },
    "power_and_ir_drop": {
        "power_frac_seq_pct": 61.7,
        "clkPwrFrac_pct": 38.3,
        "p_sw_share_pct": 19.2,
        "cellInternalPower_mw": 0.300,
        "p_leak_nw": 0.409,
        "power.net_switching_mw": 0.0711,
        "p_per_area_mw_per_mm2": 309,
        "ir_drop_uv": 263,
        "comb_power_share_pct": 0,
    },
    "place": {
        "dp.cells": 168,
        "gp_congestion": 0.735,
        "dp_hpwl_um": 979,
        "portBuffers": 4,
    },
    "setup_path": {
        "cp-startpoint": "PRES.count[0]$_DFF_P_",
        "reg2reg_slack_ns": 2.57,
        "r2r-end": "PRES.count[18]$_DFF_P_",
        "r2r_cells": 5,
        "path_class": "flop to flop",
        "path_max_fanout": 7,
        "worst_setup_path_start_kind": "flop",
        "rr_startpoint": "PRES.count[0]$_DFF_P_",
        "cp.arrival_ns": 1.59,
        "endpoint_kind": "flop",
        "crit_required_ns": 4.15,
    },
    "detailed_routing": {
        "first_iter_violations": 28,
        "post_drt_via_cell_ratio": 3.40,
        "drtAntennaViolNets": 0,
        "drc_errors": 0,
        "num_vias": 585,
        "totalWireLength_mm": 1.36,
        "insertedDiodeCount": 0,
        "wire_per_inst_um": 7.88,
        "first_pass_iters": 4,
    },
    "flow_run": {
        "max_cap_viol_count": 0,
        "warnings": 25,
    },
}
[layer usage]
metal | GRT usage (%) | share of wire (%)
met2 | 4.72 | 41
met1 | 4.46 | 52
met3 | 1.45 | 6.2
met5 | 0 | 0
met4 | 0.380 | 1.0
[through the flow]
stage	worst slack (ns)	hold slack [ns]	power [mW]	cell area (sq um)	utilization, %
after floorplan	2.70	0.383	0.234	1030	-
after global placement	2.61	0.392	0.234	1150	22.2
after detailed placement	2.57	0.398	0.234	1150	22.2
after CTS	2.56	0.417	0.377	1200	23.0
after global routing	2.44	0.461	0.383	1200	23.0
final	2.57	0.415	0.371	1200	23.0
[Yosys cell counts, types with 2 or more instances]
cell type  number
dfxtp_1        28
xnor2_1        16
nand2_1         8
nand3_1         7
nand4_1         6
nor2_1          5
xor2_1          5
inv_1           4
and2_1          2
nor2b_1         2
[power by group through the flow]
stage	combinational, mW	clock, mW	sequential (mW)
4_1_cts	0.0000874	0.148	0.229
5_1_grt	0.000144	0.154	0.229
6_report	0.0000809	0.142	0.229
[cells by family after synthesis]
family	Yosys count	share of synthesized area, %
other	1	0.366
flip-flops	28	54.6
adder cells (fa/ha/maj)	1	1.22
buffers and inverters	4	1.46
AND/OR/NAND/NOR	39	24.4
XOR/XNOR	21	17.9
[sequential cells by signal, indices dropped and copies added, names as in the netlist]
register,cells
dout,4
sel,1
PRES.count,23
[area by class of cell]
class,count,area share [%]
flip-flops and latches,28,46.8
multi-input cells,62,37.6
well taps,70,7.31
clock buffers,4,3.76
repair buffers,4,3.34
inverters,4,1.25
[worst max-delay path by stage]
stage	cells after the start	slack (ns)	to
finish	5	2.57	PRES.count[18]$_DFF_P_
global route	5	2.44	PRES.count[18]$_DFF_P_
CTS	5	2.56	PRES.count[18]$_DFF_P_
[critical path, stage by stage, from the launching register on]
cell and delay (ns):
dfxtp_1 0.38, ha_1 0.22, nand4_1 0.22, nor2_4 0.24, nand4_1 0.13, xnor2_1 0.14
Power is estimated from default activity; no workload was simulated.
